### design/flow/config.mk
export PLATFORM = sky130hd
export DESIGN_NAME = LoopDetector
export DESIGN_NICKNAME = LoopDetector
export VERILOG_FILES = /design/flow/design.v
export SDC_FILE = /design/flow/constraint.sdc
export NUM_CORES = 4
export LEC_CHECK = 1
export CORE_UTILIZATION = 50
### design/flow/constraint.sdc
current_design LoopDetector

set clk_period 7.4
set clk_io_pct 0.2

create_clock -name clk0 -period $clk_period [get_ports {clk}]

set non_clock_inputs [all_inputs -no_clocks]
set_input_delay [expr $clk_period * $clk_io_pct] -clock clk0 $non_clock_inputs
set_output_delay [expr $clk_period * $clk_io_pct] -clock clk0 [all_outputs]
### design/flow/design.v
module LoopDetector #(
    parameter WIDTH = 32
    )(
    input logic clk,
    input logic rst,
    input logic [WIDTH-1:0]PC_F,
    input logic [WIDTH-1:0]PC_EX,
    input logic [WIDTH-1:0]PC_destination,
    input logic branch_en_F,
    input logic branch_en_EX,
    input logic feedback_from_ALU,
    output logic loop_decision,
    output logic LD_en
    );
    logic [7:0]counter_table[255:0]; 
    logic [8:0]memory_table[255:0]; 
    logic [7:0]temp_counter;
    logic [WIDTH-1:0]comparator_out;
    logic loop_en;
    Kogge_Stone Comparator(
        .in0(PC_destination),
        .in1(PC_F),
        .sub_en(1'b1),
        .out(comparator_out)
    );
    assign loop_en = comparator_out[WIDTH-1];
    int i;
    always_ff @(posedge clk, negedge rst)
    begin
        if(!rst)
        begin
            for(i = 0; i < 256 ; i = i+1)
            begin
                counter_table[i] <= 8'd0;
                memory_table[i] <= {1'd0 , 8'd0};
            end
        end
        else
        begin
            if(loop_en && branch_en_F)
            begin
                counter_table[PC_F[7:0]] <= counter_table[PC_F[7:0]] + 8'd1;
                temp_counter <= counter_table[PC_F[7:0]] + 8'd1;
            end
            else
            begin
                temp_counter <= counter_table[PC_F[7:0]][7:0];
            end
            if(branch_en_EX)
            begin
                if(feedback_from_ALU)
                begin
                    memory_table[PC_EX[7:0]][7:0] <= counter_table[PC_EX][7:0];
                    memory_table[PC_EX[7:0]][8] <= 1'b1;
                end
                else 
                begin
                    memory_table[PC_EX[7:0]][8] <= 1'd0;
                    counter_table[PC_EX[7:0]][7:0] <= 8'd0;
                end
            end
            else 
            begin
            end
        end
    end
    assign LD_en = memory_table[PC_F[7:0]][8];
    assign loop_decision = (LD_en) ? (memory_table[PC_F[7:0]][7:0] - counter_table[PC_F[7:0]] >= 0) ? 1'b1 : 1'b0 : 1'b0;
endmodule
module Kogge_Stone#(
	parameter WIDTH = 32,
	parameter X = 161
	)(
	input logic [WIDTH-1 : 0]in0,
	input logic [WIDTH-1 : 0]in1,
	input logic sub_en, 
	output logic overflow,
	output logic [WIDTH-1 : 0]out
	);
	wire [WIDTH-1 : 0]wire_in0;
	wire [WIDTH-1 : 0]wire_in1;
	wire [X-1:0]wire_prop;
	wire [X-1:0]wire_gen;
	wire [32 : 0]wire_carry;	
	assign wire_carry[0] = sub_en;
	genvar i;
	generate 
		for(i=0 ; i<32 ; i=i+1)begin
			assign wire_in1[i] = in1[i] ^ wire_carry[0];
			assign wire_in0[i] = in0[i];
		end
	endgenerate
	generate 
	for(i=0 ; i<32 ; i=i+1)begin 
		assign wire_prop[i] = wire_in0[i] ^ wire_in1[i];
		assign wire_gen[i] = wire_in1[i] & wire_in0[i];
	end 
	for(i=32 ; i<63 ; i=i+1)begin 
		assign wire_prop[i] = wire_prop[i-31] & wire_prop[i-32];
		assign wire_gen[i] = wire_gen[i-31] | (wire_prop[i-31] & wire_gen[i-32]); 
	end 
endgenerate
    assign wire_prop[63] = wire_prop[33] & wire_prop[0];
    assign wire_gen[63] = wire_gen[33] | (wire_prop[33] & wire_gen[0]);
    generate 
    for(i=64 ; i<93 ; i=i+1)begin 
        assign wire_prop[i] = wire_prop[i-30] & wire_prop[i-32];
        assign wire_gen[i] = wire_gen[i-30] | (wire_prop[i-30] & wire_gen[i-32]);
    end
    endgenerate
    assign wire_prop[93] = wire_prop[65] & wire_prop[0];
    assign wire_gen[93] = wire_gen[65] | (wire_prop[65] & wire_gen[0]);
    assign wire_prop[94] = wire_prop[66] & wire_prop[32];
    assign wire_gen[94] = wire_gen[66] | (wire_prop[66] & wire_gen[32]);
    generate 
        for(i=95 ; i<121 ;i=i+1)begin 
            assign wire_prop[i] = wire_prop[i-28] & wire_prop[i-32];
            assign wire_gen[i] = wire_gen[i-28] | (wire_prop[i-28] & wire_gen[i-32]);
        end
    endgenerate
    assign wire_prop[121] = wire_prop[97] & wire_prop[0];
    assign wire_gen[121] = wire_gen[97] | (wire_prop[97] & wire_gen[0]);
    assign wire_prop[122] = wire_prop[98] & wire_prop[32];
    assign wire_gen[122] = wire_gen[98] | (wire_prop[98] & wire_gen[32]);
    assign wire_prop[123] = wire_prop[99] & wire_prop[63];
    assign wire_gen[123] = wire_gen[99] | (wire_prop[99] & wire_gen[63]);
    assign wire_prop[124] = wire_prop[100] & wire_prop[64];
    assign wire_gen[124] = wire_gen[100] | (wire_prop[100] & wire_gen[64]);
    generate 
    for(i=125 ; i<145 ; i=i+1)begin 
        assign wire_prop[i] = wire_prop[i-24] & wire_prop[i-32];
        assign wire_gen[i] = wire_gen[i-24] | (wire_prop[i-24] & wire_gen[i-32]);
    end 
    endgenerate
    assign wire_prop[145] = wire_prop[129] & wire_prop[0];
    assign wire_gen[145] = wire_gen[129] | (wire_prop[129] & wire_gen[0]);
    assign wire_prop[146] = wire_prop[130] & wire_prop[32];
    assign wire_gen[146] = wire_gen[130] | (wire_prop[130] & wire_gen[32]);
    assign wire_prop[147] = wire_prop[131] & wire_prop[63];
    assign wire_gen[147] = wire_gen[131] | (wire_prop[131] & wire_gen[63]);
    assign wire_prop[148] = wire_prop[132] & wire_prop[64];
    assign wire_gen[148] = wire_gen[132] | (wire_prop[132] & wire_gen[64]);
    assign wire_prop[149] = wire_prop[133] & wire_prop[93];
    assign wire_gen[149] = wire_gen[133] | (wire_prop[133] & wire_gen[93]);
    assign wire_prop[150] = wire_prop[134] & wire_prop[94];
    assign wire_gen[150] = wire_gen[134] | (wire_prop[134] & wire_gen[94]);
    assign wire_prop[151] = wire_prop[135] & wire_prop[95];
    assign wire_gen[151] = wire_gen[135] | (wire_prop[135] & wire_gen[95]);
    assign wire_prop[152] = wire_prop[136] & wire_prop[96];
    assign wire_gen[152] = wire_gen[136] | (wire_prop[136] & wire_gen[96]);
    generate 
    for(i=153 ; i<161 ; i=i+1)begin
        assign wire_prop[i] = wire_prop[i-16] & wire_prop[i-32] ;
        assign wire_gen[i] = wire_gen[i-16] | (wire_prop[i-16] & wire_gen[i-32]);
    end
    endgenerate
	assign wire_carry[1] = wire_gen[0] | (wire_prop[0] & wire_carry[0]);
	assign wire_carry[2] = wire_gen[32] | (wire_prop[32] & wire_carry[0]);
	assign wire_carry[3] = wire_gen[63] | (wire_prop[63] & wire_carry[0]);
	assign wire_carry[4] = wire_gen[64] | (wire_prop[64] & wire_carry[0]);
	assign wire_carry[5] = wire_gen[93] | (wire_prop[93] & wire_carry[0]);
	assign wire_carry[6] = wire_gen[94] | (wire_prop[94] & wire_carry[0]);
	assign wire_carry[7] = wire_gen[95] | (wire_prop[95] & wire_carry[0]);
	assign wire_carry[8] = wire_gen[96] | (wire_prop[96] & wire_carry[0]);
	assign wire_carry[9] = wire_gen[121] | (wire_prop[121] & wire_carry[0]);
	assign wire_carry[10] = wire_gen[122] | (wire_prop[122] & wire_carry[0]);
	assign wire_carry[11] = wire_gen[123] | (wire_prop[123] & wire_carry[0]);
	assign wire_carry[12] = wire_gen[124] | (wire_prop[124] & wire_carry[0]);
	assign wire_carry[13] = wire_gen[125] | (wire_prop[125] & wire_carry[0]);
	assign wire_carry[14] = wire_gen[126] | (wire_prop[126] & wire_carry[0]);
	assign wire_carry[15] = wire_gen[127] | (wire_prop[127] & wire_carry[0]);
	assign wire_carry[16] = wire_gen[128] | (wire_prop[128] & wire_carry[0]);
	generate 
		for(i=145 ; i<161 ; i= i+1)begin 
			assign wire_carry[i-128] = wire_gen[i] | (wire_prop[i] & wire_carry[0]);
		end 
	endgenerate
	wire [31:0]wire_out;
	generate 
		for(i=0 ; i<32 ; i=i+1)begin 
			assign wire_out[i] = wire_carry[i] ^ wire_prop[i];
		end
	endgenerate
	assign out = wire_out;
	wire sign0 = in0[31];
	wire sign1 = in1[31];
	wire sign_out = out[31];
	assign overflow = sub_en ? (!sign0 && sign1) || (sign0 && !sign1) :	(sign0 && sign1) || !(sign0 && sign1);
endmodule
### design/flow/run.sh
#!/bin/bash
# OpenROAD 26Q1-2900-gdf79404cd8, Yosys 0.63+post, stock flow scripts
make -C /OpenROAD-flow-scripts/flow DESIGN_CONFIG=/design/flow/config.mk WORK_HOME=/design/flow/orfs finish
==> notes.md <==
run results: Die W=169 µm, Hold Path Class=register to register, Yosys Chip Area=14000 µm², Largest Register=memory_table, vias per cell=6.37, Port Buf Inserts=21, combinational share of power=9.5%, TNS Setup=0 ns, post-layout min period=6.63 ns, RSZ-0062 raised after global routing=false, cycle use final=89.6%, RePlAce Congestion=0.993, DR iter-0 viols=1119, Dominant flop cell=dfrtp_1, share of cells above drive strength 1=31.0%, worst skew pair latency=0.55 ns, area grow syn2layout=12.3%, Synth async-reset ratio=100%, antenna viol nets, final=0, CTS tree=done, Post-CTS Setup Repair Bufs=0, Congestion Overflow GR=0, Clk pwr share=45.3%, pre-CTS setup slack=0.915 ns, Mapped Area=14000 µm², Die Height=169 µm, power per cell area=211 nW/µm², Max clock buf depth=3, max FFs per register=256, Final setup violation count=0, Slew @ Worst Pin=1.03 ns, max_cap viols=0, Die ar.=28600 µm², LEAKAGE=0.00694 µW, setup ws final=0.771 ns, outcome=complete, no violations, Syn. warnings=3, peak supply drop=0.227 mV, initial antenna violation count=0, hold_buf cts=0, Post-synth regs=256, CP arrival=5.15 ns, drt wl/cell=27.3 µm, EDFF count, synth=0, WL final=47500 µm, IO Count=103, first drt pass iteration count=5, first-pass GRT wire length=71800 µm, Top cells excl fill/tap=nand2_1, mux2_2, dfrtp_1, Critical Path Fanout Max=23, crit path DRT=5.92 ns, fp_density=51.5%, yosys cell count=1341, most numerous logic cell after layout=nand2_1, Rows=60, Sw Ratio=25.4%, fmax=151 MHz, crit path launch type=primary input, Post-Syn Area per Cell=10.4 µm², fillers=2333, clock slew at reported path FFs=0.06 ns, Synth cell types=70, clock sinks=256, sequential-to-total area share from yosys stat=45.8%, DP Wirelength=31000 µm, max-slew violations=0, Crit. End Element=primary output, Final Hold Fails=0, Psw=841 µW, Regs by FF count=memory_table x256, gate count after technology mapping=1341, clk root buf=clkbuf_16, post-cts sizing count=0, Tool Warnings=106, Clock Skew=0 ns, H-Tree Depth=1, vias in the first global route=10957, diode count=0, worst relative slew slack=31.4%, critical path class=primary input to primary output, Core Area=27200 µm², largest net degree at the start of global routing=92, Vias=11069, drt drc=0, cell internal pwr=2470 µW, GRT Resource Usage Total=36.1%, Num CTS Buffers=29, Reg power frac=45.2%
==> layer usage <==
| metal | share of wire [%] | track usage [%] | vias to the layer above |
|---|---|---|---|
| met3 | 9.8 | 11.1 | 130 |
| li1 | - | - | 4842 |
| met5 | 0 | 0 | - |
| met1 | 41 | 53.4 | 5593 |
| met2 | 45 | 52.9 | 504 |
| met4 | 4.1 | 11.7 | 0 |
==> Yosys cell counts, types with 10 or more instances <==
cell / instances / area (µm²)
a22oi_1: 76 / 571
nor3_1: 17 / 85.1
nand2b_1: 11 / 68.8
nand4_1: 17 / 106
nor2_1: 32 / 120
nor2b_1: 14 / 87.6
nand2_1: 287 / 1080
a21oi_1: 13 / 65.1
dfrtp_1: 256 / 6410
o22ai_1: 10 / 62.6
nor4_1: 12 / 75.1
and2_1: 13 / 81.3
mux2_2: 260 / 2930
nand3_1: 30 / 150
clkbuf_1: 83 / 312
o21ai_0: 16 / 80.1
buf_2: 25 / 125
==> kinds of logic after synthesis <==
logic type,Yosys count,synth area share (%)
xor gates and xnor gates,1,0.0626
muxes,281,23.1
DFF,256,45.8
and+or+nand+nor,495,17.3
buffers and inverters,126,4.17
AOI/OAI and AO/OA,182,9.56
==> worst paths after layout <==
check	from	endpoint	slack, ns	cells past startpoint
max in group asynchronous	rst	memory_table[163][8]	4.80	3
worst min register to register	memory_table[58][8]	memory_table[58][8]	0.49	1
worst max register to register	memory_table[228][8]	memory_table[228][8]	6.60	1
min in group asynchronous	rst	memory_table[117][8]	0.90	1
worst max-delay path	PC_F[7]	loop_decision	0.77	10
worst min-delay path	memory_table[58][8]	memory_table[58][8]	0.49	1
==> layout make-up <==
cell class                      count  area, µm²  area share [%]
Clock inverter                     18        213            1.35
Timing Repair Buffer               95        764            4.87
Inverter                            2       7.51          0.0478
Clock buffer                       36        782            4.98
Tap cell                          372        465            2.96
Multi-Input combinational cell    959       7070            45.0
Sequential cell                   256       6410            40.8
==> power groups by stage <==
stage	clock, µW	sequential, µW	combinational, µW
CTS	1520	1500	312
global route	1570	1510	337
finish	1500	1500	315
==> metrics by stage <==
step | utilization [%] | std cells | hold slack [ns] | area [µm²] | power, µW
2_1_floorplan | - | 1341 | 0.465 | 14000 | 1700
3_3_place_gp | 54.1 | 1684 | 0.474 | 14700 | 1830
3_5_place_dp | 54.1 | 1684 | 0.484 | 14700 | 1830
4_1_cts | 57.8 | 1738 | 0.498 | 15700 | 3330
5_1_grt | 57.8 | 1738 | 0.508 | 15700 | 3410
6_report | 57.8 | 1738 | 0.494 | 15700 | 3310
==> worst max-delay path, stage by stage <==
cell and delay [ns]:
clkdlybuf4s50_1 0.78, buf_4 0.41, and4b_1 0.38, nand3_1 0.15, nand3_1 0.10, nor4_1 0.47, nand4_1 0.24, nor4_1 0.39
a31oi_1 0.25, clkdlybuf4s50_1 0.47
Power and IR drop assume default switching activity.
